===== flow/design.v =====
module operating_verilog
#(
    parameter n = 6
)
(
    input  logic clk,
    input  logic rst,
    input  logic [3:0] A_in[n], 
    input  logic [3:0] B_in[n],
    input  logic state_load,
    input  logic state_sum,
    input  logic state_inc_c,
    input  logic state_plus_6_c,
    input  logic state_inc_s,
    input  logic state_wait,
    output logic [4:0] C[n], 
    output logic [3:0] s
);
logic[3:0] A[n];
logic[3:0] B[n];
always_ff @(posedge clk or negedge rst) begin
    if (!rst) begin
        for (integer i = 0; i < n; i++)
            C[i] <= 5'b0;
    end
    else
    begin
        if(state_load==1)
        begin
            for (integer i = 0; i < n; i++)
                C[i] <= 5'b0;
        end
        else
        begin
            if (state_wait==1)
            begin
            end
            if(state_sum==1)
            begin
                C[n-s-1] <= A[n-s-1] + B[n-s-1] + C[n-s-1];
            end
            if(state_inc_c==1)
            begin
                C[n-s-2] <= C[n-s-2] + 4'b0001;
            end
            if(state_plus_6_c==1)
            begin
                C[n-s-1] <= C[n-s-1] + 4'b0110;
            end
        end    
    end
end
always_ff @(posedge clk or negedge rst) begin
    if (!rst) begin
        s <= '0;
    end
    else
    begin
        if(state_load==1)
        begin
            s <= 4'b0000;
        end
        else
        begin
            if(state_inc_s==1)
            begin
                s <= s + 'b1;
            end    
        end
    end
end
always_ff @(posedge clk or negedge rst) begin
    if (!rst) begin
        for (integer i = 0; i < n; i++)
            A[i] <= 4'b0;
    end
    else
    begin
        if(state_load==1)
        begin
            A <= A_in;
        end
    end
end
always_ff @(posedge clk or negedge rst) begin
    if (!rst) begin
        for (integer i = 0; i < n; i++)
            B[i] <= 4'b0;
    end
    else
    begin
        if(state_load==1)
        begin
            B <= B_in;
        end
    end
end
endmodule

===== flow/constraint.sdc =====
current_design operating_verilog

set clk_period 8.0
set clk_io_pct 0.2

create_clock -name clk0 -period $clk_period [get_ports {clk}]

set non_clock_inputs [all_inputs -no_clocks]
set_input_delay [expr $clk_period * $clk_io_pct] -clock clk0 $non_clock_inputs
set_output_delay [expr $clk_period * $clk_io_pct] -clock clk0 [all_outputs]

===== flow/run.sh =====
#!/bin/bash
# OpenROAD 26Q1-2900-gdf79404cd8, Yosys 0.63+post, stock flow scripts
make -C /OpenROAD-flow-scripts/flow DESIGN_CONFIG=/design/flow/config.mk WORK_HOME=/design/flow/orfs finish

===== flow/config.mk =====
export PLATFORM = sky130hd
export DESIGN_NAME = operating_verilog
export DESIGN_NICKNAME = operating_verilog
export VERILOG_FILES = /design/flow/design.v
export SDC_FILE = /design/flow/constraint.sdc
export NUM_CORES = 4
export LEC_CHECK = 1
export CORE_UTILIZATION = 40
export SYNTH_HDL_FRONTEND = slang

==> reports/qor.log <==
INFO  detailed_routing detail_route.vias_per_cell=5.610
INFO  placed_design  post_dp_cell_area=6405um2
INFO  min_path       hold_path.class=reg -> reg
INFO  floorplan      number_of_primary_i_o_pins=90
INFO  job            maxCapViolations=0
INFO  job            warnings=36
INFO  critical_path  timing_worst_setup_path_type=reg -> reg
INFO  power          leakagePower=2.941nW
INFO  clocking       clk_root_buffer_cell=sky130_fd_sc_hd__clkbuf_16
INFO  min_path       worstHoldEndpoint=A[15]
INFO  synth          synth.ff_latch_count=82
INFO  finish         post_layout_nonfiller_instances=779
INFO  sta            final_period_minus_worst_setup_slack=4.655ns
INFO  power          powerDensity=209.5nW/um2
INFO  synth          async_flop_share=1.000
INFO  synth          synth-edff-count=0
INFO  clocking       cts_htree_levels=3
INFO  detailed_routing detail_route.antenna_diodes=0
INFO  finish         final_cell_mix=86 x sky130_fd_sc_hd__clkdlybuf4s50_1, 81 x sky130_fd_sc_hd__dfrtp_1, 58 x sky130_fd_sc_hd__nand2_1, 57 x sky130_fd_sc_hd__mux2_2, 34 x sky130_fd_sc_hd__nor2_1
INFO  min_path       worst_hold_path.num_cells=1
INFO  sta            worst_pin_slew=0.7415ns
INFO  synth          synth_area=5410um2
INFO  finish         final_util=0.5079
INFO  critical_path  critPathLaunchType=flip-flop
INFO  sta            rsz0062_at_grt=false
INFO  power          vdd_drop_max=0.1020mV
INFO  floorplan      num_rows=42
INFO  sta            final_hold_viol_count=0
INFO  min_path       min_from=A[15]
INFO  synth          synth-area-yosys=5410um2
INFO  placed_design  post-place-cells=763
INFO  critical_path  rr_startpoint=s[0]
INFO  finish         synthToLayoutAreaGrowth=24.33%
INFO  floorplan      design.die.area=13990um2
INFO  detailed_routing route.met3.wl=1131um
INFO  detailed_routing top_layer_in_use=met4
INFO  run_status     run_status=finished clean
INFO  synth          synth_cell_types=53
INFO  critical_path  r2r.worst_path.cells=17
INFO  critical_path  largest_delay_share_family_worst_path=AND-OR/OR-AND gates
INFO  sta            clock-skew-final=0.006179ns
INFO  synth          synth.yosys.num_cells=524
INFO  synth          yosysTopAreaCellShare=0.3793
INFO  critical_path  crit_path_frequent_cell=sky130_fd_sc_hd__inv_1
INFO  critical_path  timing.critical_path.cells=inv_1, ha_1, buf_4, and2b_1, a22oi_1, o21ai_0, inv_1, fa_1, inv_1, ha_1, a21o_1, a21oi_1, xnor2_1, xnor2_1, o21ai_0, nor3_1, nor4_1
INFO  clocking       clkSlewWorstSetupHoldPaths=0.06ns
INFO  detailed_routing drtAntennaViolNets=0
INFO  global_routing grt_antenna_before_repair=0
INFO  finish         drive_gt1_frac=0.1625
INFO  floorplan      initial_core_util=0.4085
INFO  critical_path  cp_slowest_cell=sky130_fd_sc_hd__and2b_1
INFO  detailed_routing route.vias.total=4370
INFO  clocking       cts_hold_repair.buffers=0
INFO  finish         lay_top_count=sky130_fd_sc_hd__clkdlybuf4s50_1
INFO  critical_path  cpPeakStageDelay=0.62ns
INFO  clocking       cts_max_path_buffers=2
INFO  detailed_routing detail_route.drc_violations=0
INFO  clocking       cts-buffers-inserted=9
INFO  synth          synthTopCellsByArea=sky130_fd_sc_hd__dfrtp_1 38%, sky130_fd_sc_hd__mux2_2 12%, sky130_fd_sc_hd__mux4_2 6.2%
INFO  sta            number_of_setup_violations_in_the_final_report=0
INFO  clocking       tritoncts_sink_count=82
INFO  clocking       post_cts.resized_instances=0
INFO  critical_path  critical_path.reg2reg.endpoint=C[19]
INFO  placed_design  globalplace.congestion=0.9383
INFO  finish         final_design_area_no_fill=6726um2
INFO  floorplan      core_area=13240um2
INFO  critical_path  cp.buffers_inverters=4
INFO  sta            hold-worst-slack=0.5019ns
INFO  critical_path  crit_path_max_fanout=30
INFO  detailed_routing detailedRoute.firstIterationViolations=207
INFO  sta            setup_total_negative_slack=0ns
INFO  sta            relSlewSlack=0.5021
INFO  floorplan      dieHeight=118.3um
INFO  sta            drv_slew=0
INFO  detailed_routing total_routed_length=14190um
INFO  synth          yosysWarnings=0
INFO  critical_path  sort_of_element_at_the_end_of_the_critical_path=flip-flop
INFO  synth          yosysSeqAreaShare=0.3793
INFO  sta            max_freq=214.8MHz
INFO  global_routing largest_net_degree_at_the_start_of_global_routing=59
INFO  global_routing grt_use_total=0.2209
INFO  clocking       cts_tree=done
INFO  detailed_routing met1_length=6106um
INFO  global_routing first_global_vias=4306
INFO  critical_path  r2r_slack=3.35ns
INFO  clocking       clock_latency=0.34ns
INFO  global_routing leftover_overflow_at_the_end_of_global_routing=0
INFO  clocking       post_cts.repair.setup_buffers=0
INFO  detailed_routing first_pass_iters=5
INFO  synth          postSynthCellCount=524
INFO  critical_path  worstPathArrival=4.84ns
INFO  synth          ff_type=sky130_fd_sc_hd__dfrtp_1
INFO  sta            fin_crit_sh=0.5818
INFO  detailed_routing detailroute.wirelength.met2=6717um
INFO  critical_path  required_arrival_time_at_the_worst_endpoint=8.18ns
INFO  synth          syn_avg_cell_area=10.32um2
INFO  global_routing grt_pass1_wl=23270um
INFO  floorplan      dieWidth=118.3um
INFO  synth          post-synth-top-area-cell=sky130_fd_sc_hd__dfrtp_1
INFO  placed_design  hpwl=10300um
INFO  detailed_routing wl_per_cell=18.21um
INFO  placed_design  place.port_buffers=88
## worst max path at each step
stage,from,endpoint,slack (ns),cells past startpoint
4_1_cts,s[0],C[18],3.34,15
6_report,s[0],C[19],3.35,17
5_1_grt,s[0],C[23],2.94,16
## synth_stat cells (4+ instances only)
cell type                  number
sky130_fd_sc_hd__nor2b_1        5
sky130_fd_sc_hd__nor2_1        34
sky130_fd_sc_hd__fa_1           5
sky130_fd_sc_hd__nand4_1        9
sky130_fd_sc_hd__clkbuf_1      16
sky130_fd_sc_hd__nor3_1         6
sky130_fd_sc_hd__dfrtp_1       82
sky130_fd_sc_hd__inv_1         14
sky130_fd_sc_hd__or3_1          6
sky130_fd_sc_hd__buf_4          4
sky130_fd_sc_hd__a22o_1         7
sky130_fd_sc_hd__and2_1         6
sky130_fd_sc_hd__a22oi_1       14
sky130_fd_sc_hd__buf_1          5
sky130_fd_sc_hd__xnor2_1       11
sky130_fd_sc_hd__o21ai_0       29
sky130_fd_sc_hd__nand2b_1       6
sky130_fd_sc_hd__and3_1         6
sky130_fd_sc_hd__mux2i_1       32
sky130_fd_sc_hd__nand3_1       12
sky130_fd_sc_hd__buf_2          5
sky130_fd_sc_hd__o211ai_1       6
sky130_fd_sc_hd__nand2_1       58
sky130_fd_sc_hd__ha_1          21
sky130_fd_sc_hd__mux4_2        15
sky130_fd_sc_hd__a21oi_1       20
sky130_fd_sc_hd__mux2_2        57
## cell type report
class                           instances  area (um2)
Fill cell                            1170        6516
Multi-Input combinational cell        397        3161
Sequential cell                        82        2053
Timing Repair Buffer                   94       918.4
Clock buffer                           12       246.5
Tap cell                              176       220.2
Clock inverter                          4       75.07
Inverter                               14       52.55
## cells by family (layout without fill, tap and decap cells)
| group | after synthesis | count (layout) | synth area share |
|---|---|---|---|
| xor+xnor | 15 | 15 | 0.02822 |
| mux | 104 | 104 | 0.2403 |
| flops | 82 | 82 | 0.3793 |
| fa+ha+maj | 26 | 26 | 0.06707 |
| simple gates | 160 | 160 | 0.1427 |
| compound gates | 92 | 92 | 0.1059 |
| buf+inv | 45 | 124 | 0.03654 |
## routing by layer
layer | GRT usage | up-vias
li1 | - | 2035
met1 | 0.3319 | 2129
met2 | 0.3397 | 189
met3 | 0.05364 | 17
met4 | 0.04247 | 0
met5 | 0 | -
## sequential cells by signal (all words and copies together) (netlist names)
register / count
s: 4
A: 24
B: 24
C: 30
## report_power, final
group	switching [mW]	internal, mW	total (mW)
sequential	0.0360	0.459	0.495
combinational	0.249	0.219	0.468
clock	0.164	0.282	0.446
total	0.449	0.960	1.41
## through the flow
step                      setup WS, ns  power, mW
after global placement           3.351     0.9606
after floorplan                  4.010     0.7942
final                            3.345      1.409
after detailed placement         3.358     0.9687
after CTS                        3.338      1.420
after global routing             2.944      1.496
No activity file was given, so power comes from the tool's default toggle rates.
