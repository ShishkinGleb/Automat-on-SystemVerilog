==> design/flow/design.v <==
module control_verilog 
(
    input  logic clk,
    input  logic rst,
    input  logic x1,                 
    input  logic x2,                 
    input  logic x3,                 
    output  logic state_load,
    output  logic state_sum,
    output  logic state_inc_c,
    output  logic state_plus_6_c,
    output  logic state_inc_s,
    output  logic state_wait
);
typedef enum logic[2:0]
{
     load     = 3'b000,
     sum      = 3'b001,
     inc_c    = 3'b010,
     plus_6   = 3'b011,
     inc_s    = 3'b100,
     wait_sum     = 3'b101
} state_t;
state_t state, next_state;
always_comb
case (state)
    load:
        if (x1)
            next_state = inc_s;
        else
            next_state = load;
    sum:
        next_state = wait_sum;
    wait_sum:
        if ((~x2) && (~x3))
            next_state = inc_s;
        else
            next_state = inc_c;
    inc_c:        
        next_state = plus_6;
    plus_6:
        next_state = inc_s;
    inc_s:
        next_state = sum;
    default:
        next_state = load;
endcase
always_ff @(posedge clk or negedge rst) 
    if (!rst) begin
        state_load       <= '0;
        state_inc_c      <= '0;
        state_inc_s      <= '0;
        state_plus_6_c   <= '0;
        state_sum        <= '0;
        state_wait       <= '0;
    end
    else 
    case (state)
    wait_sum: begin
        state_load       <= '0;
        state_inc_c      <= '0;
        state_inc_s      <= '0;
        state_plus_6_c   <= '0;
        state_sum        <= '0;
        state_wait       <= '1;
    end
    load: begin
        state_load       <= '1;
        state_inc_c      <= '0;
        state_inc_s      <= '0;
        state_plus_6_c   <= '0;
        state_sum        <= '0;
        state_wait         <= '0;
    end 
    sum: begin
        state_load       <= '0;
        state_inc_c      <= '0;
        state_inc_s      <= '0;
        state_plus_6_c   <= '0;
        state_sum        <= '1;
        state_wait         <= '0;
    end
    inc_c: begin
        state_load       <= '0;
        state_inc_c      <= '1;
        state_inc_s      <= '0;
        state_plus_6_c   <= '0;
        state_sum        <= '0;
        state_wait         <= '0;       
    end        
    plus_6: begin
        state_load       <= '0;
        state_inc_c      <= '0;
        state_inc_s      <= '0;
        state_plus_6_c   <= '1;
        state_sum        <= '0;
        state_wait         <= '0;
    end
    inc_s: begin
        state_load       <= '0;
        state_inc_c      <= '0;
        state_inc_s      <= '1;
        state_plus_6_c   <= '0;
        state_sum        <= '0;
        state_wait         <= '0;
    end
    endcase
always_ff @(posedge clk or negedge rst) 
    if (!rst)
        state <= load;
    else
        state <= next_state;
endmodule
==> design/flow/run.sh <==
#!/bin/bash
# OpenROAD 26Q1-2900-gdf79404cd8, Yosys 0.63+post, stock flow scripts
make -C /OpenROAD-flow-scripts/flow DESIGN_CONFIG=/design/flow/config.mk WORK_HOME=/design/flow/orfs finish
==> design/flow/config.mk <==
export PLATFORM = sky130hd
export DESIGN_NAME = control_verilog
export DESIGN_NICKNAME = control_verilog
export VERILOG_FILES = /design/flow/design.v
export SDC_FILE = /design/flow/constraint.sdc
export NUM_CORES = 4
export LEC_CHECK = 1
export CORE_AREA = 10 10 70 70
export DIE_AREA = 0 0 80 80
export SYNTH_HDL_FRONTEND = slang
==> design/flow/constraint.sdc <==
current_design control_verilog

set clk_period 1.5
set clk_io_pct 0.2

create_clock -name clk0 -period $clk_period [get_ports {clk}]

set non_clock_inputs [all_inputs -no_clocks]
set_input_delay [expr $clk_period * $clk_io_pct] -clock clk0 $non_clock_inputs
set_output_delay [expr $clk_period * $clk_io_pct] -clock clk0 [all_outputs]
==> flow_summary.yaml <==
# generated from flow reports
routing:
  detail-route-antenna-nets: 0
  viasPerCell: 3.11
  routed_wl_microns: 825
  diodes: 0
  first_pass_iters: 4
  vias: 283
  drc: 0
  wire_per_inst_microns: 9.07
  drt_iter0_markers: 31
power_and_ir_drop:
  p_leak_nw: 0.249
  p_total_mw: 0.782
  p_int_mw: 0.598
  pwr-share-clk: 0.256
  switching_share: 0.235
  share_comb_of_total_power: 0.209
  netSwitchingPower_mw: 0.184
  vdd_drop_max_uv: 553
  power-per-cell-area_nw_per_um2: 1310
  power_frac_seq: 0.535
final_timing:
  worst_pin_slew_ns: 0.498
  min_period_ns: 1.40
  holdWs_ns: 0.358
  setup_slack_ns: 0.0957
  max_freq_ghz: 0.712
  final-setup-viol-count: 0
  tns_ns: 0
  rsz0062_at_grt: "false"
  slew_headroom: 0.667
  post-route-period-util: 0.936
  finalMaxSlewViolations: 0
  finalHoldViolCount: 0
  finClkSkew_ns: 0.00996
die:
  chip_area_sq_um: 6400
  coreArea_sq_um: 3420
  die_h_microns: 80
  ios: 11
  die_w_microns: 80
  std_cell_rows: 21
  initCoreUtil: 0.121
worst_setup_path:
  cp_top_family: "buffers and inverters"
  path_buffers: 1
  max_stage_delay_ns: 0.47
  arrival_ns: 1.10
  cp-start-kind: "register"
  cp-end-kind: "primary output"
  critPathMaxFanout: 2
  required_ns: 1.20
  cp_slowest_cell: "clkdlybuf4s50_1"
  path_cells: "clkdlybuf4s50_1"
  critPathKind: "reg -> out"
synthesis:
  syn_area_per_cell_sq_um: 13.4
  synth-main-ff-cell: "dfrtp_1"
  synth_cell_types: 11
  yosysMostFrequentCell: "dfrtp_1"
  postSynthCellCount: 31
  ys_seq_frac: 0.728
  yosys.area.top_type: "dfrtp_1"
  edf_count: 0
  ys_ff: 12
  syn_area_sq_um: 414
  synth.yosys.num_cells: 31
  synthTopCellsByCount: "dfrtp_1 (11), nor2_1 (7), nor3_1 (4)"
  top_cells_by_area: "dfrtp_1 (66%), dfstp_2 (6.3%), nor2_1 (6.3%)"
  yosysWarnings: 0
  synthArstFlopShare: 1.00
  yosysChipArea_sq_um: 414
  top_cell_area_share: 0.665
global_route:
  grt_pass1_vias: 295
  grt.total_usage: 0.0293
  grt_overflow: 0
  grt_max_degree: 13
  grt_antenna_before_repair: 0
  grt_first_pass_wirelength_mm: 1.46
clock_tree:
  cts_resized: 0
  cts_buffer_depth: 2
  cts.sinks: 12
  clockRootBuffer: "clkbuf_4"
  clkLatencyLatePin_ns: 0.27
  clkTransAtPathRegs_ns: 0.07
  postCtsSetupRepairBufs: 0
  htree_levels: 1
  cts_tree: "done"
  cts_buffers: 3
  cts_hold_buffers: 0
run:
  maxCapViolCount: 0
  log.warning_count: 25
layout:
  final_util: 0.175
  final_cells: 91
  design_area_sq_um: 598
  drive_gt1_frac: 0.156
  syn2layout_area_growth_pct: 44.4
status:
  status: "finished, final reports clean"
placement:
  port_buffers: 10
  post_dp_cell_area_sq_um: 572
  gp_congestion: 0.737
  dpl.hpwl_microns: 663
  dp.cells: 87
  dp_slack_ns: 0.241
hold_path:
  min_path_type: "in -> async"
sequential cells by signal, summed over array words and instances, names as in the netlist:
| name | flops |
|---|---|
| state_inc_c | 1 |
| state | 6 |
| state_plus_6_c | 1 |
| state_sum | 1 |
| state_wait | 1 |
| state_inc_s | 1 |
| state_load | 1 |
power groups by stage:
stage / Clock [mW] / Sequential (mW) / Combinational, mW
CTS: 0.208 / 0.419 / 0.168
global route: 0.224 / 0.429 / 0.185
finish: 0.200 / 0.418 / 0.163
layout make-up:
cell class	instances	area [sq um]
clock buffer	4	26.3
fill	385	2820
inverter	1	3.75
multi-input combinational	18	109
sequential	12	302
tap	46	57.6
timing repair buffer	10	100
final timing paths:
path | start | to | slack [ns] | depth (start not counted)
worst min-delay path | rst | state_sum | 0.36 | 1
worst min register to register | state[3] | state[4] | 0.45 | 0
max in group asynchronous | rst | state[0] | 0.77 | 1
worst max-delay path | state_load | state_load | 0.1 | 1
worst max register to register | state[4] | state_sum | 0.24 | 2
min in group clk0 | state[3] | state[4] | 0.45 | 0
placed cells by master (no fill, tap or decap):
master / count
clkdlybuf4s50_1: 10
or4_4: 2
nor2b_1: 1
dfrtp_1: 11
a31o_1: 1
nor2_1: 7
clkbuf_4: 3
clkbuf_1: 1
dfstp_2: 1
a221o_2: 1
inv_1: 1
nor4_1: 1
nor3_1: 4
nor3b_1: 1
cells by family (layout without fill, tap and decap cells):
| group | after synthesis | in the layout | share of synthesized area |
|---|---|---|---|
| flip-flops | 12 | 12 | 0.728 |
| AND/OR/NAND/NOR | 16 | 16 | 0.215 |
| AND-OR/OR-AND | 2 | 2 | 0.0483 |
| buffers and inverters | 1 | 15 | 0.00905 |
routing by layer:
metal  track usage  routed length [microns]  up-vias
met5             0                        0        -
met4             0                        0        0
met3        0.0284                      137        0
met2        0.0337                      259       16
met1        0.0399                      427      130
li1              -                        -      137
Power and IR drop assume default switching activity.
